[/design/flow/design.v]
module Adder32b (input [31:0] a,b,output [31:0] out);
  assign out = a+b;
endmodule
[/design/flow/run.sh]
#!/bin/bash
# OpenROAD 26Q1-2900-gdf79404cd8, Yosys 0.63+post, stock flow scripts
make -C /OpenROAD-flow-scripts/flow DESIGN_CONFIG=/design/flow/config.mk WORK_HOME=/design/flow/orfs finish
[/design/flow/config.mk]
export PLATFORM = sky130hd
export DESIGN_NAME = Adder32b
export DESIGN_NICKNAME = Adder32b
export VERILOG_FILES = /design/flow/design.v
export SDC_FILE = /design/flow/constraint.sdc
export NUM_CORES = 4
export LEC_CHECK = 1
export CORE_AREA = 10 10 85 85
export DIE_AREA = 0 0 95 95
[/design/flow/constraint.sdc]
current_design Adder32b

set clk_period 24.1
set clk_io_pct 0.2

create_clock -name clk0 -period $clk_period

set non_clock_inputs [all_inputs -no_clocks]
set_input_delay [expr $clk_period * $clk_io_pct] -clock clk0 $non_clock_inputs
set_output_delay [expr $clk_period * $clk_io_pct] -clock clk0 [all_outputs]
==> node_exporter_impl.prom <==
# HELP chip_impl_metric Metrics from one implementation run
# TYPE chip_impl_metric gauge
chip_impl_metric{name="fp.dieW",unit="µm"} 95
chip_impl_metric{name="clockPowerShare",unit=""} 0
chip_impl_metric{name="finalSetupViolCount",unit=""} 0
chip_impl_metric{name="dieHeight",unit="µm"} 95
chip_impl_metric{name="global_route_wire_length_before_repair",unit="µm"} 9490
chip_impl_metric{name="drt_first_pass_iters",unit=""} 4
chip_impl_metric{name="hold_viol_final",unit=""} 0
chip_impl_metric{name="finalCriticalPeriod",unit="ns"} 12.54
chip_impl_metric{name="cts_setup_buffers",unit=""} 0
chip_impl_metric{name="synth.yosys.chip_area",unit="µm²"} 1740
chip_impl_metric{name="synth.yosys.num_cells",unit=""} 241
chip_impl_metric{name="final.setup.tns",unit="ns"} 0
chip_impl_metric{name="mapped_area",unit="µm²"} 1740
chip_impl_metric{name="core_region_area",unit="µm²"} 5470
chip_impl_metric{name="switchingPower",unit="W"} 0.0000318
chip_impl_metric{name="layout-drive-gt1-share",unit=""} 0.0307
chip_impl_info{name="synth.cells.most_frequent",value="31 x ha_1, 29 x a21oi_1, 19 x a21o_1"} 1
chip_impl_metric{name="worst_path_largest_cell_delay",unit="ns"} 0.49
chip_impl_metric{name="detailedPlace.worstSlack",unit="ns"} 11.52
chip_impl_metric{name="vias",unit=""} 2079
chip_impl_metric{name="post_cts_resize_count",unit=""} 0
chip_impl_metric{name="detail-route-antenna-nets",unit=""} 0
chip_impl_info{name="crit_slowest_cell",value="clkdlybuf4s50_1"} 1
chip_impl_info{name="family_with_the_most_delay_on_the_worst_path",value="AND-OR/OR-AND gates"} 1
chip_impl_metric{name="maxCapViolations",unit=""} 0
chip_impl_metric{name="track_usage",unit=""} 0.124
chip_impl_metric{name="grt_overflow",unit=""} 0
chip_impl_metric{name="yosysWarningCount",unit=""} 0
chip_impl_info{name="outcome",value="completed"} 1
chip_impl_metric{name="yosysUniqueCellTypes",unit=""} 50
chip_impl_info{name="crit_path_start_kind",value="primary input"} 1
chip_impl_metric{name="drt_wl_total",unit="µm"} 5840
chip_impl_metric{name="drc",unit=""} 0
chip_impl_metric{name="chip_area",unit="µm²"} 9030
chip_impl_metric{name="power.ir.vdd_worst",unit="µV"} 11.8
chip_impl_metric{name="insertedDiodeCount",unit=""} 0
chip_impl_metric{name="critPathRequiredTime",unit="ns"} 19.28
chip_impl_info{name="grt_setup_unrepaired",value="false"} 1
chip_impl_metric{name="maxClockFrequency",unit="GHz"} 0.0797
chip_impl_info{name="worstPathCellList",value="clkdlybuf4s50_1, ha_1, fa_1, a21o_1, a31o_2, nand3_1, o221ai_1, a311oi_1, o21bai_1, xor2_1, clkdlybuf4s50_1"} 1
chip_impl_metric{name="gp_weighted_congestion",unit=""} 0.925
chip_impl_metric{name="pwr_cell_area",unit="nW/µm²"} 29.1
chip_impl_info{name="end_kind",value="primary output"} 1
chip_impl_info{name="timing.critical_path.mode_cell",value="clkdlybuf4s50_1"} 1
chip_impl_metric{name="port_buffers",unit=""} 96
chip_impl_metric{name="regArea",unit="µm²"} 0
chip_impl_info{name="synth_top_cell_by_area",value="ha_1"} 1
chip_impl_metric{name="num_io_pins",unit=""} 96
chip_impl_metric{name="first_global_vias",unit=""} 2036
chip_impl_metric{name="share_seq_of_total_power",unit=""} 0
chip_impl_info{name="crit_type",value="in2out"} 1
chip_impl_metric{name="routedWlPerCell",unit="µm"} 14.7
chip_impl_metric{name="fp-utilization",unit=""} 0.319
chip_impl_metric{name="power.switching_fraction",unit=""} 0.397
chip_impl_metric{name="syn_area_per_cell",unit="µm²"} 7.24
chip_impl_info{name="most_common_cell",value="ha_1"} 1
chip_impl_metric{name="slew-limit-headroom",unit=""} 0.642
chip_impl_metric{name="ys_seq_share",unit=""} 0
chip_impl_metric{name="fin_ws",unit="ns"} 11.56
chip_impl_metric{name="cp.arrival",unit="ns"} 7.72
chip_impl_metric{name="drt_iter0_markers",unit=""} 54
chip_impl_metric{name="ff_count",unit=""} 0
chip_impl_metric{name="slew_viol_final",unit=""} 0
chip_impl_metric{name="ctsHoldBuffers",unit=""} 0
chip_impl_metric{name="power.internal",unit="W"} 0.0000483
chip_impl_metric{name="design_power_total",unit="W"} 0.0000800
chip_impl_metric{name="comb_power_share",unit=""} 1.000
chip_impl_info{name="worst_hold_path_type",value="in2out"} 1
chip_impl_metric{name="yosys.area.top_type_share",unit=""} 0.222
chip_impl_metric{name="antenna_found_initial",unit=""} 0
chip_impl_metric{name="synthCells",unit=""} 241
chip_impl_metric{name="cp.buffers_inverters",unit=""} 2
chip_impl_metric{name="layout.core_utilization",unit=""} 0.503
chip_impl_metric{name="critPathMaxFanout",unit=""} 4
chip_impl_info{name="synth.area.top_cells",value="ha_1 22%, a21oi_1 8.3%, a21o_1 8.2%"} 1
chip_impl_metric{name="fp-row-count",unit=""} 27
chip_impl_metric{name="grt_max_degree",unit=""} 11
chip_impl_metric{name="vias_per_cell",unit=""} 5.22
chip_impl_metric{name="hpwlAfterDp",unit="µm"} 5120
chip_impl_metric{name="cellLeakagePower",unit="nW"} 1.18
chip_impl_metric{name="clkbuf_count",unit=""} 0
chip_impl_metric{name="worstMarginPinSlew",unit="ns"} 0.523
chip_impl_metric{name="log.warning_count",unit=""} 32
chip_impl_metric{name="area_growth",unit="%"} 57.7
chip_impl_metric{name="timing.final.crit_share",unit=""} 0.520
==> final timing paths <==
check                 from       to  slack [ns]  cells past startpoint
worst max-delay path  a[0]  out[26]       11.56                     11
worst min-delay path  b[0]   out[0]       10.67                      3
==> logic make-up (layout without fill, tap and decap cells) <==
| kind of cell | Yosys count | count (layout) | share of synthesized area |
|---|---|---|---|
| adder cells (fa/ha/maj) | 32 | 32 | 0.234 |
| multiplexers | 2 | 2 | 0.0115 |
| buffers and inverters | 17 | 102 | 0.0380 |
| XOR/XNOR | 28 | 28 | 0.141 |
| AND-OR/OR-AND | 97 | 97 | 0.393 |
| AND/OR/NAND/NOR | 65 | 65 | 0.183 |
==> per-layer routing <==
layer	vias to the layer above	part of all wire	global-route usage
li1	1103	-	-
met1	913	0.48	0.163
met2	61	0.44	0.211
met3	2	0.080	0.0288
met4	0	0.0050	0.00623
met5	-	0	0
==> power groups by stage <==
stage | clock network [W] | registers [W] | logic [W]
CTS | 0 | 0 | 0.0000814
finish | 0 | 0 | 0.0000800
global route | 0 | 0 | 0.0000892
==> tightest hold or removal path: stages <==
cell	delay, ns
clkdlybuf4s50_1	0.46
ha_1	0.11
clkdlybuf4s50_1	0.46
==> through the flow <==
stage	cell area (µm²)	hold slack, ns	cells
CTS	2750	10.68	398
finish	2750	10.67	398
detailed placement	2750	10.69	398
floorplan	1740	9.71	241
global placement	2750	10.68	398
global route	2750	10.71	398
==> layout make-up <==
| class | instances | area (µm²) |
|---|---|---|
| Fill cell | 569 | 2720 |
| Timing Repair Buffer | 96 | 961 |
| Multi-Input combinational cell | 224 | 1680 |
| Tap cell | 72 | 90.1 |
| Inverter | 6 | 22.5 |
==> cells in the final DEF, fill, tap and decap left out, types with 2 or more instances in the layout <==
master / n
xor2_1: 15
or2_2: 3
mux2i_1: 2
ha_1: 31
nand4_1: 8
o311ai_1: 2
clkdlybuf4s50_1: 96
nor3_1: 4
xnor2_1: 13
nand2_1: 18
a211oi_1: 3
nor2_1: 12
o211ai_1: 3
inv_1: 6
o21a_1: 2
o221ai_1: 2
a21oi_1: 29
nand2b_1: 2
o21ai_0: 13
o21bai_1: 4
nand3_1: 10
a31oi_1: 3
a311oi_1: 2
a21o_1: 19
Power figures rest on the tool's default switching activity, not on a simulated workload.
