===== flow/constraint.sdc =====
current_design imm_creator

set clk_period 1.5
set clk_io_pct 0.2

create_clock -name clk0 -period $clk_period

set non_clock_inputs [all_inputs -no_clocks]
set_input_delay [expr $clk_period * $clk_io_pct] -clock clk0 $non_clock_inputs
set_output_delay [expr $clk_period * $clk_io_pct] -clock clk0 [all_outputs]

===== flow/design.v =====
module imm_creator (input [3:0] rotate_imm, input [7:0] imm_input, output reg [31:0] out);
  integer i;
  integer k=0;
  wire[3:0] new_rotate;
  assign new_rotate = rotate_imm<<1;
  always @(rotate_imm,imm_input) begin
    out = 32'd0;
    for (i=0; i<8; i=i+1) begin
      k = i-new_rotate;
      if (k<0)
        k=k+31;
      out[k] = imm_input[i];
    end
  end
endmodule

===== flow/config.mk =====
export PLATFORM = sky130hd
export DESIGN_NAME = imm_creator
export DESIGN_NICKNAME = imm_creator
export VERILOG_FILES = /design/flow/design.v
export SDC_FILE = /design/flow/constraint.sdc
export NUM_CORES = 4
export LEC_CHECK = 1
export CORE_AREA = 10 10 70 70
export DIE_AREA = 0 0 80 80

===== flow/run.sh =====
#!/bin/bash
# OpenROAD 26Q1-2900-gdf79404cd8, Yosys 0.63+post, stock flow scripts
make -C /OpenROAD-flow-scripts/flow DESIGN_CONFIG=/design/flow/config.mk WORK_HOME=/design/flow/orfs finish

==> flow_summary.ini <==
; yosys + openroad results
[status]
status = aborted with a tool error
haltStage = 3_1_place_gp_skip_io
stop_error = [ERROR GPL-0301] Utilization 191.360 % exceeds 100%.

[logic_synthesis]
ys_cells = 821
aoi_share = 0.376
ys_seq_frac = 0
synth-simple-area-share = 0.392
logic_family = simple AND/OR/NAND/NOR gates
syn_area_per_cell_sq_um = 6.65
yosys_warnings = 1
synth_cells = 821
synth_area_sq_mm = 0.00546
ys_sh_mux = 0.0135
synth.distinct_cells = 99
xor_share = 0.0596
ys_sh_adder = 0.0779
yosys_area_sq_mm = 0.00546

[die]
die_h_microns = 80
fp_util = 1.60
die_width_microns = 80
rows = 21
==> cells by family after synthesis <==
| group | count (synthesis) |
|---|---|
| simple gates | 397 |
| compound gates | 263 |
| buf+inv | 91 |
| fa+ha+maj | 34 |
| xor+xnor | 29 |
| mux | 7 |
==> cells in the mapped netlist (all sizes together), types with 23 or more instances <==
library cell / n / area (sq um)
nand2: 90 / 340
nor2: 61 / 236
nor3: 50 / 302
nand3: 46 / 230
buf: 37 / 234
ha: 34 / 425
clkbuf: 32 / 121
a21oi: 25 / 140
a32oi: 25 / 219
nor2b: 23 / 149
