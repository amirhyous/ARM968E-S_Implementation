**constraint.sdc**
```tcl
current_design Memory

set clk_period 50.7
set clk_io_pct 0.2

create_clock -name clk0 -period $clk_period [get_ports {clk}]

set non_clock_inputs [all_inputs -no_clocks]
set_input_delay [expr $clk_period * $clk_io_pct] -clock clk0 $non_clock_inputs
set_output_delay [expr $clk_period * $clk_io_pct] -clock clk0 [all_outputs]
```
**design.v**
```verilog
module Memory (
    clk,
    MEM_R_EN,
    MEM_W_EN,
    address,
    d_in,
    d_out
);
  input clk, MEM_R_EN, MEM_W_EN;
  input [31:0] address;
  input [31:0] d_in;
  output [31:0] d_out;
  reg  [31:0] mem [0:64];
  wire [31:0] adr;
  always @(posedge clk) if (MEM_W_EN) {mem[(address-32'd1024)>>2]} <= d_in;
  assign d_out = (MEM_R_EN) ? mem[(address-32'd1024)>>2] : 32'd0;
endmodule
```
**config.mk**
```make
export PLATFORM = sky130hd
export DESIGN_NAME = Memory
export DESIGN_NICKNAME = Memory
export VERILOG_FILES = /design/flow/design.v
export SDC_FILE = /design/flow/constraint.sdc
export NUM_CORES = 4
export LEC_CHECK = 1
export CORE_UTILIZATION = 50
```
**run.sh**
```bash
#!/bin/bash
# OpenROAD 26Q1-2900-gdf79404cd8, Yosys 0.63+post, stock flow scripts
make -C /OpenROAD-flow-scripts/flow DESIGN_CONFIG=/design/flow/config.mk WORK_HOME=/design/flow/orfs finish
```
==> flow_summary_export.csv <==
group,metric,value,unit
run,cap_violations,0,
timing,worst_pin_slew,1.087,ns
detailed_routing,wl,238200,um
timing,fin_crit,25.95,ns
logic_synthesis,ys_cells,3999,
logic_synthesis,ff_type,"edfxtp_1",
logic_synthesis,topCellsByArea,"edfxtp_1 (78%), mux4_2 (8.1%), a221oi_1 (2.1%)",
pwr,ir_drop,30.63,uV
logic_synthesis,synth_chip_area,79950,sq um
worst_setup_path,crit_fanout,35,
timing,setup_viol,0,
cts,cts_inserted_buffers,205,
detailed_routing,dr.pass1.iters,8,
timing,slew_viol_final,0,
placed_design,gp_congestion,0.8688,
layout,syn_to_final_growth,12.72,%
global_routing,antenna_found_initial,8,
timing,tns,0,ns
global_routing,grtUsageTotal,33.84,%
logic_synthesis,ys_seq_share,78.12,%
layout,fillers,11612,
detailed_routing,drt_iter0_drc,3254,
logic_synthesis,synth_area,79950,sq um
pwr,powerDensity,39.02,nW/um^2
worst_setup_path,path_common_cell,"buf_4",
detailed_routing,drc,0,
run,warnings,51,
worst_setup_path,worst_setup_path_start_kind,"primary input",
worst_setup_path,slowest_stage,"buf_4",
global_routing,grt_pass1_vias,45582,
floorplan,die_width,401.9,um
floorplan,die_area,161500,sq um
cts,cts_buffer_depth,3,
pwr,p_leak,28.18,nW
detailed_routing,antennaDiodeCount,0,
worst_setup_path,crit_family,"buffers and inverters",
global_routing,grt_overflow,0,
worst_setup_path,worstSetupPathType,"primary input to output port",
cts,cts_tree,"built",
detailed_routing,vias,42594,
worst_hold_path,hold_class,"primary input to flop",
logic_synthesis,synth_flops,2080,
worst_setup_path,critPathBufInv,7,
layout,lay_top_count,"edfxtp_1",
timing,fin_crit_sh,51.18,%
logic_synthesis,largest_area_cell,"edfxtp_1",
timing,max_freq,38.54,MHz
cts,htreeDepth,4,
status,status,"completed",
logic_synthesis,edf_count,2080,
logic_synthesis,ys_types,70,
layout,largest_reg_flops,2080,
worst_setup_path,critPathRequiredTime,40.56,ns
cts,post_cts_resized,0,
cts,root_buffer,"clkbuf_16",
logic_synthesis,async_flop_share,0,%
logic_synthesis,synthesis.instances,3999,
detailed_routing,wl_per_cell,36.94,um
detailed_routing,drtAntennaViolNets,0,
detailed_routing,via_per_inst,6.604,
timing,hold_viol_final,0,
placed_design,io_buffer_count,73,
cts,clk_pin_slew_worst_paths,0.06,ns
logic_synthesis,yosys.area.top_type_share,78.12,%
timing,rsz0062_at_grt,"false",
cts,postCtsSetupBuffers,0,
global_routing,grt_pass1_wl,335800,um
layout,drive_gt1_share,22.25,%
timing,holdWs,9.946,ns
global_routing,grt_max_degree,93,
floorplan,coreArea,158600,sq um
placed_design,hpwl,126400,um
worst_setup_path,cpPeakStageDelay,0.67,ns
logic_synthesis,ys_warn_count,1,
worst_setup_path,cp_data_arrival_time,15.81,ns
worst_setup_path,cp_cell_sequence,"buf_8 > buf_4 > buf_4 > buf_4 > buf_4 > buf_4 > mux4_2 > mux4_2 > o22a_1 > o211ai_1 > a31oi_1 > clkdlybuf4s50_1",
floorplan,row_count,146,
floorplan,initial_core_util,50.42,%
layout,final_cell_mix,"edfxtp_1 (2080), mux4_2 (289), clkbuf_16 (208), buf_4 (207), a221oi_1 (189)",
cts,postCtsHoldBufs,0,
timing,timing.slew.headroom,27.28,%
logic_synthesis,syn_avg_cell_area,19.99,sq um
worst_setup_path,end_kind,"output port",
floorplan,die_h,401.9,um
floorplan,ios,99,
cts,cts_sinks,2080,
[area by class of cell]
cell class | count | area (sq um) | share of cell area, %
flip-flops and latches | 2080 | 62460 | 69.31
multi-input cells | 1636 | 16630 | 18.45
clock buffers | 260 | 5400 | 5.992
well taps | 2072 | 2592 | 2.877
repair buffers | 279 | 2140 | 2.374
clock inverters | 113 | 847.1 | 0.9400
inverters | 10 | 47.55 | 0.05276
[logic make-up (layout without fill, tap and decap cells)]
group | after synthesis | count (layout) | share of synthesized area [%]
mux | 491 | 491 | 10.75
compound gates | 752 | 752 | 7.208
flops | 2080 | 2080 | 78.12
buf+inv | 283 | 662 | 1.776
simple gates | 393 | 393 | 2.139
[synth_stat cells, drive strengths merged (11+ instances only)]
master and instances:
nand3 26, clkbuf 93, and2 11, nor2b 15
o22ai 61, o2bb2ai 14, buf 180, mux2 53
a221oi 189, edfxtp 2080, mux2i 149, o221ai 34
a22o 21, o21ai 86, nor3 17, a21bo 22
o211ai 16, a22oi 77, a222oi 35, nand2 168
a21oi 79, nor2 120, a221o 13, mux4 289
o22a 15
[metal layers]
layer / track usage [%] / part of all wire (%) / vias to the layer above
met5: 3.925 / 0.37 / -
met4: 9.388 / 3.7 / 30
met3: 28.70 / 20 / 500
li1: - / - / 17387
met2: 46.37 / 46 / 3457
met1: 42.07 / 30 / 21220
[path summary, 6_finish.rpt]
path                       start  cells after the start  slack, ns           to
worst max-delay path  address[2]                     12      24.75    d_out[22]
worst min-delay path    d_in[23]                      2       9.95  mem[14][23]
[stage by stage]
stage                     setup WS (ns)  cell area [sq um]  total power [mW]  cells  utilization (%)
after floorplan                   28.63              79950             2.034   3999                -
after global placement            24.58              83870             2.124   6077            52.89
after detailed placement          24.60              83870             2.126   6077            52.89
after CTS                         24.58              90120             3.533   6450            56.83
after global routing              24.28              90120             3.609   6450            56.83
final                             24.75              90120             3.517   6450            56.83
[power breakdown]
group,leakage (nW),internal [mW],switching [mW]
clock,3.06,0.796,0.629
sequential,18.7,1.90,0.00134
combinational,6.42,0.0612,0.131
Power is estimated from default activity; no workload was simulated.
